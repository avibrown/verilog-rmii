## flow/config.mk

```make
export PLATFORM = sky130hd
export DESIGN_NAME = rmii
export DESIGN_NICKNAME = rmii
export VERILOG_FILES = /design/flow/design.v
export SDC_FILE = /design/flow/constraint.sdc
export NUM_CORES = 4
export LEC_CHECK = 1
export CORE_UTILIZATION = 40
```

## flow/constraint.sdc

```tcl
current_design rmii

set clk_period 4.5
set clk_io_pct 0.2

create_clock -name clk0 -period $clk_period [get_ports {clk_50MHz}]

set non_clock_inputs [all_inputs -no_clocks]
set_input_delay [expr $clk_period * $clk_io_pct] -clock clk0 $non_clock_inputs
set_output_delay [expr $clk_period * $clk_io_pct] -clock clk0 [all_outputs]
```

## flow/design.v

```verilog
`default_nettype none
module rmii (
    input  wire   clk_50MHz,
    input  wire   reset_n,
    input  wire   CRS,
    input  wire   RX0,
    input  wire   RX1,
    input  wire   MDIO,
    output reg    TX_EN,
    output wire   TX0,
    output wire   TX1,
    output reg    MDC,
    output reg    D5
);
    localparam  ETH_PREAMBLE        = 56'h55555555555555;    
    localparam  ETH_SFD             = 8'hD5;                 
    localparam  ETH_DESTINATION_MAC = 48'hFFFFFFFFFFFF;      
    localparam  ETH_SOURCE_MAC      = 48'h010203040506;      
    localparam  ETH_ETHERTYPE       = 16'h0800;              
    localparam  ETH_FCS             = 32'hABCDEF22;          
    localparam [175:0] ETH_HEADER = {
        ETH_PREAMBLE,            
        ETH_SFD,                 
        ETH_DESTINATION_MAC,     
        ETH_SOURCE_MAC,          
        ETH_ETHERTYPE            
    };
    localparam  IP_VERSION          = 4'd4;                  
    localparam  IP_IHL              = 4'd5;                  
    localparam  IP_TOS              = 8'd0;                  
    localparam  IP_TOTAL_LENGTH     = 16'd28;                
    localparam  IP_ID               = 16'd0;                 
    localparam  IP_FLAGS            = 3'b010;                
    localparam  IP_FRAG_OFFSET      = 13'd0;                 
    localparam  IP_TTL              = 8'd64;                 
    localparam  IP_PROTOCOL         = 8'd17;                 
    localparam  IP_CHECKSUM         = 16'hb610;              
    localparam  IP_SOURCE_IP        = 32'hC0A80164;          
    localparam  IP_DESTINATION_IP   = 32'hC0A801FF;          
    localparam [159:0] IP_HEADER = {
        IP_VERSION, IP_IHL,
        IP_TOS,
        IP_TOTAL_LENGTH,
        IP_ID,
        IP_FLAGS, IP_FRAG_OFFSET,
        IP_TTL,
        IP_PROTOCOL,
        IP_CHECKSUM,
        IP_SOURCE_IP,
        IP_DESTINATION_IP
    };
    localparam  UDP_SOURCE_PORT     = 16'd1234;              
    localparam  UDP_DEST_PORT       = 16'd1234;              
    localparam  UDP_LENGTH          = 16'd10;                
    localparam  UDP_CHECKSUM        = 16'd0;                 
    localparam  UDP_PAYLOAD            = 192'hEFBEADDEEFBEADDEEFBEADDEEFBEADDEEFBEADDEEFBEADDE;
    localparam [255:0] UDP_PACKET = {
        UDP_SOURCE_PORT,
        UDP_DEST_PORT,
        UDP_LENGTH,
        UDP_CHECKSUM,
        UDP_PAYLOAD
    };
    localparam TOTAL_FRAME_SIZE = 176 + 160 + 256 + 32;  
    localparam [TOTAL_FRAME_SIZE-1:0] FRAME_DATA = {
        ETH_HEADER,      
        IP_HEADER,       
        UDP_PACKET,      
        ETH_FCS          
    };
    reg [1:0]   state;
    reg [1:0]   next_state;
    localparam  S_IDLE        = 2'd0;
    localparam  S_TRANSMIT    = 2'd1;
    initial begin
        state <= S_IDLE;
    end
    reg [1:0]   tx;
    reg [25:0]  interframe_counter;
    reg [$clog2(TOTAL_FRAME_SIZE):0] bit_counter;
    assign TX0 = tx[0];
    assign TX1 = tx[1];
    always @(posedge clk_50MHz) begin
        if (reset_n) begin
            MDC                 <= 0;
            TX_EN               <= 0;
            interframe_counter  <= 0;
            state               <= S_IDLE;
            next_state          <= S_IDLE;
            D5                  <= 0;
            tx                  <= 2'b00;
            bit_counter         <= 0;
        end else begin
            state <= next_state;
            case (state)
                S_IDLE: begin
                        TX_EN <= 0;
                    interframe_counter <= interframe_counter + 1;
                    if (interframe_counter >= 10_000_000) begin  
                        D5 <= ~D5;
                        interframe_counter <= 0;
                        bit_counter <= TOTAL_FRAME_SIZE - 2;
                        next_state <= S_TRANSMIT;
                    end
                    tx <= 2'b00;
                end
                S_TRANSMIT: begin
                    TX_EN <= 1;
                    if (bit_counter >= 2) begin
                        tx[0] <= FRAME_DATA[bit_counter];
                        tx[1] <= FRAME_DATA[bit_counter + 1];
                        bit_counter <= bit_counter - 2;
                    end else begin
                        tx[0] <= FRAME_DATA[1];
                        tx[1] <= FRAME_DATA[0];
                        next_state <= S_IDLE;
                    end
                end
            endcase
        end
    end
endmodule
```

## flow/run.sh

```bash
#!/bin/bash
# OpenROAD 26Q1-2900-gdf79404cd8, Yosys 0.63+post, stock flow scripts
make -C /OpenROAD-flow-scripts/flow DESIGN_CONFIG=/design/flow/config.mk WORK_HOME=/design/flow/orfs finish
```

==> impl_metrics.xml <==
<?xml version="1.0" encoding="UTF-8"?>
<metrics>
  <group name="timing">
    <metric name="final.setup_skew" unit="ns">0.0120</metric>
    <metric name="max-slew-margin-rel" unit="">0.538</metric>
    <metric name="clock.fmax" unit="MHz">370</metric>
    <metric name="hold_viol" unit="">0</metric>
    <metric name="setup_tns_after_final_layout" unit="ns">0</metric>
    <metric name="rsz0062_at_grt" unit="">false</metric>
    <metric name="worst_pin_slew" unit="ns">0.691</metric>
    <metric name="final_min_period_over_clock_period" unit="">0.601</metric>
    <metric name="setup_violations" unit="">0</metric>
    <metric name="fin_worst_hold_slack" unit="ns">0.482</metric>
    <metric name="slew_viol_final" unit="">0</metric>
    <metric name="layout_min_cycle_time" unit="ns">2.70</metric>
    <metric name="post-route-worst-setup-slack" unit="ns">1.80</metric>
  </group>
  <group name="place">
    <metric name="pre_cts_ws" unit="ns">1.74</metric>
    <metric name="post-dp-hpwl" unit="mm">3.71</metric>
    <metric name="buffer_ports.inserted" unit="">5</metric>
    <metric name="gpl.final_weighted_congestion" unit="">0.927</metric>
  </group>
  <group name="clock_tree">
    <metric name="cts-root-to-sink-buffers" unit="">2</metric>
    <metric name="tritoncts_clock_tree" unit="">done</metric>
    <metric name="clkSlewWorstSetupHoldPaths" unit="ns">0.09</metric>
    <metric name="clock-sinks" unit="">42</metric>
    <metric name="cts_buffers" unit="">5</metric>
    <metric name="cts_h_tree_depth" unit="">2</metric>
    <metric name="worstSkewPairLatency" unit="ns">0.30</metric>
    <metric name="cts_post_setup_buffers_inserted" unit="">0</metric>
    <metric name="post_cts_resized" unit="">0</metric>
    <metric name="clock-root-buffer" unit="">sky130_fd_sc_hd__clkbuf_8</metric>
    <metric name="count_of_hold_fix_buffers_inserted_at_cts" unit="">0</metric>
  </group>
  <group name="floorplanning">
    <metric name="floorplan.rows" unit="">29</metric>
    <metric name="floorplan.die_area" unit="µm²">7010</metric>
    <metric name="design.core.area" unit="µm²">6390</metric>
    <metric name="die_y" unit="µm">83.7</metric>
    <metric name="initial_utilization" unit="">0.418</metric>
    <metric name="die-width" unit="µm">83.7</metric>
    <metric name="ioPinCount" unit="">11</metric>
  </group>
  <group name="power_and_ir_drop">
    <metric name="power_frac_comb" unit="">0.022</metric>
    <metric name="power.share.clock" unit="">0.387</metric>
    <metric name="seq_power_share" unit="">0.591</metric>
    <metric name="worst_case_vdd_ir_drop" unit="µV">151</metric>
    <metric name="p_switching" unit="mW">0.148</metric>
    <metric name="intPower" unit="mW">0.488</metric>
    <metric name="total_power" unit="mW">0.637</metric>
    <metric name="power_per_cell_area" unit="nW/µm²">225</metric>
    <metric name="switching_share" unit="">0.233</metric>
    <metric name="leakagePower" unit="nW">1.01</metric>
  </group>
  <group name="logic_synthesis">
    <metric name="synthesis.yosys.warnings" unit="">1</metric>
    <metric name="ys.flop_type" unit="">sky130_fd_sc_hd__dfxtp_1</metric>
    <metric name="async_reset_ff_frac" unit="">0</metric>
    <metric name="edf_count" unit="">0</metric>
    <metric name="fraction_of_the_yosys_area_taken_by_sequential_cells" unit="">0.315</metric>
    <metric name="post_synth.cell_area_avg" unit="µm²">8.22</metric>
    <metric name="yosys_register_bits" unit="">42</metric>
    <metric name="synth-cells-yosys" unit="">325</metric>
    <metric name="yosys_reported_design_area_after_synthesis" unit="µm²">2670</metric>
    <metric name="count_of_unique_library_cells_instantiated_by_yosys" unit="">61</metric>
    <metric name="synthesis.area" unit="µm²">2670</metric>
    <metric name="post_synth_inst_count" unit="">325</metric>
  </group>
  <group name="critical_path">
    <metric name="cp-startpoint" unit="">bit_counter[1]</metric>
    <metric name="timing.rr.start" unit="">bit_counter[1]</metric>
    <metric name="setup.worst_path.class" unit="">reg -&gt; reg</metric>
    <metric name="critical_path_arrival" unit="ns">2.89</metric>
    <metric name="critPathMaxFanout" unit="">18</metric>
    <metric name="worst_setup_path_start_kind" unit="">flop</metric>
    <metric name="worst-endpoint-required" unit="ns">4.68</metric>
    <metric name="setup.worst_path.end_class" unit="">flop</metric>
  </group>
  <group name="drt">
    <metric name="diodes" unit="">0</metric>
    <metric name="first_iter_violations" unit="">215</metric>
    <metric name="route.final.wire_length" unit="mm">5.53</metric>
    <metric name="routed-via-count" unit="">2248</metric>
    <metric name="drt-wirelength-per-cell" unit="µm">13.9</metric>
    <metric name="vias_cell" unit="">5.65</metric>
    <metric name="remaining_number_of_nets_flagged_by_the_antenna_check_after_routing" unit="">0</metric>
    <metric name="drc" unit="">0</metric>
    <metric name="dr.pass1.iters" unit="">5</metric>
  </group>
  <group name="final_layout">
    <metric name="final.fill_count" unit="">641</metric>
    <metric name="drive_gt1_frac" unit="">0.0872</metric>
    <metric name="area_overhead_of_the_layout_relative_to_synthesis" unit="%">5.76</metric>
    <metric name="utilization" unit="">0.442</metric>
  </group>
  <group name="global_route">
    <metric name="maximum_number_of_pins_on_one_net_before_global_route_repair" unit="">27</metric>
    <metric name="antenna_found_initial" unit="">0</metric>
    <metric name="grt.overflow.total" unit="">0</metric>
    <metric name="groute.usage.overall" unit="">0.168</metric>
    <metric name="global_route_wire_length_before_repair" unit="mm">9.67</metric>
    <metric name="first_global_vias" unit="">2010</metric>
  </group>
  <group name="min_path">
    <metric name="min_from" unit="">next_state[0]</metric>
    <metric name="worst_hold_check_path_type" unit="">reg -&gt; reg</metric>
  </group>
  <group name="flow_run">
    <metric name="warning_count" unit="">37</metric>
    <metric name="drv.max_cap_violation_count" unit="">0</metric>
  </group>
  <group name="status">
    <metric name="result_of_the_run" unit="">completed</metric>
  </group>
</metrics>
==> worst paths after layout <==
path	endpoint	slack (ns)	cells after the start
worst max register to register	tx[0]	1.80	7
worst min register to register	state[0]	0.48	1
worst max-delay path	tx[0]	1.80	7
worst min-delay path	state[0]	0.48	1
==> power by group through the flow <==
stage	clock [mW]	sequential (mW)	combinational, mW
final	0.246	0.376	0.0142
after global routing	0.271	0.377	0.0170
after CTS	0.253	0.376	0.0147
==> state kept, by name, summed over array words and instances, names as in the netlist <==
signal              flops
D5                      1
TX_EN                   1
bit_counter            10
interframe_counter     26
next_state              1
state                   1
tx                      2
==> layout make-up <==
class | instances | area, µm² | share of cell area
clock buffers | 5 | 68.8 | 0.0244
inverters | 11 | 41.3 | 0.0146
repair buffers | 9 | 80.1 | 0.0284
well taps | 77 | 96.3 | 0.0341
multi-input cells | 251 | 1680 | 0.593
flip-flops and latches | 42 | 841 | 0.298
clock inverters | 3 | 21.3 | 0.00753
==> cell usage after synthesis, types with 4 or more instances <==
master,count,area share
sky130_fd_sc_hd__clkbuf_1,8,0.011
sky130_fd_sc_hd__nand3_1,20,0.037
sky130_fd_sc_hd__a31oi_1,7,0.016
sky130_fd_sc_hd__nor4_1,4,0.0094
sky130_fd_sc_hd__a21oi_1,9,0.017
sky130_fd_sc_hd__nor2_1,39,0.055
sky130_fd_sc_hd__buf_2,8,0.015
sky130_fd_sc_hd__nand2b_1,5,0.012
sky130_fd_sc_hd__xor2_1,22,0.072
sky130_fd_sc_hd__nor2b_1,7,0.016
sky130_fd_sc_hd__nor3_1,12,0.022
sky130_fd_sc_hd__dfxtp_1,42,0.31
sky130_fd_sc_hd__nand4_1,5,0.012
sky130_fd_sc_hd__ha_1,9,0.042
sky130_fd_sc_hd__inv_1,11,0.015
sky130_fd_sc_hd__o211ai_1,4,0.011
sky130_fd_sc_hd__xnor2_1,9,0.030
sky130_fd_sc_hd__a311oi_1,4,0.013
sky130_fd_sc_hd__nand2_1,19,0.027
sky130_fd_sc_hd__o21ai_0,14,0.026
==> critical path, stage by stage, from the launching register on <==
cell                       delay [ns]
sky130_fd_sc_hd__dfxtp_1         0.77
sky130_fd_sc_hd__inv_1           0.31
sky130_fd_sc_hd__ha_1            0.43
sky130_fd_sc_hd__mux2_2          0.32
sky130_fd_sc_hd__a221oi_1        0.24
sky130_fd_sc_hd__a311oi_1        0.08
sky130_fd_sc_hd__a311oi_1        0.31
sky130_fd_sc_hd__o21ai_1         0.12
==> layer usage <==
metal | up-vias | part of all wire | GRT usage
met5 | - | 0 | 0
met1 | 1031 | 0.51 | 0.281
met3 | 4 | 0.059 | 0.0311
met2 | 65 | 0.42 | 0.234
met4 | 0 | 0.0087 | 0.0293
li1 | 1148 | - | -
==> metrics by stage <==
stage / area, µm² / cells
floorplan: 2670 / 325
global placement: 2730 / 390
detailed placement: 2730 / 390
CTS: 2820 / 398
global route: 2820 / 398
finish: 2820 / 398
==> placed cells by master (no fill, tap or decap), types with 3 or more instances in the layout <==
master and count:
sky130_fd_sc_hd__nand2b_1 5, sky130_fd_sc_hd__and2_1 3, sky130_fd_sc_hd__nor4_1 4, sky130_fd_sc_hd__o211ai_1 4, sky130_fd_sc_hd__xor2_1 22, sky130_fd_sc_hd__ha_1 9, sky130_fd_sc_hd__buf_4 4, sky130_fd_sc_hd__a211oi_1 3
sky130_fd_sc_hd__a21oi_1 9, sky130_fd_sc_hd__or3_1 3, sky130_fd_sc_hd__o21ai_1 3, sky130_fd_sc_hd__nand3_1 20, sky130_fd_sc_hd__o21ai_0 14, sky130_fd_sc_hd__nand4_1 5, sky130_fd_sc_hd__nor2b_1 7, sky130_fd_sc_hd__clkdlybuf4s50_1 5
sky130_fd_sc_hd__dfxtp_1 42, sky130_fd_sc_hd__inv_1 11, sky130_fd_sc_hd__a311oi_1 4, sky130_fd_sc_hd__nor4_4 3, sky130_fd_sc_hd__a311o_1 3, sky130_fd_sc_hd__nand2_1 19, sky130_fd_sc_hd__a31oi_1 7, sky130_fd_sc_hd__xnor2_1 9
sky130_fd_sc_hd__clkbuf_8 5, sky130_fd_sc_hd__nor3_1 12, sky130_fd_sc_hd__nor2_1 39
==> logic make-up (layout without fill, tap and decap cells) <==
group / after synthesis / after routing / share of synthesized area
AND/OR/NAND/NOR: 138 / 138 / 0.287
AND-OR/OR-AND: 68 / 68 / 0.179
flip-flops: 42 / 42 / 0.315
buffers and inverters: 32 / 28 / 0.0576
XOR/XNOR: 31 / 31 / 0.102
adder cells (fa/ha/maj): 9 / 9 / 0.0422
multiplexers: 4 / 4 / 0.0159
other: 1 / 1 / 0.00140
No activity file was given, so power comes from the tool's default toggle rates.
